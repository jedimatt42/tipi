$ cat design/flow/design.v
`timescale 1ns / 1ps
module crubits(
    input [0:3]cru_base,
    input ti_cru_clk,
	 input ti_memen,
	 input ti_ph3,
    input [0:14]addr,
    input ti_cru_out,
	 output ti_cru_in,
    output [0:3]bits
);
reg [0:3] bits_q;
always @(negedge ti_cru_clk) begin
  if ((addr[0:3] == 4'b0001) && (addr[4:7] == cru_base)) begin 
    if (addr[8:14] == 7'h00) bits_q[0] <= ti_cru_out;
    else if (addr[8:14] == 7'h01) bits_q[1] <= ti_cru_out;
    else if (addr[8:14] == 7'h02) bits_q[2] <= ti_cru_out;
    else if (addr[8:14] == 7'h03) bits_q[3] <= ti_cru_out;
  end
end
assign bits = bits_q;
reg dataout;
always @(negedge ti_ph3) begin
  if (ti_memen && (addr[0:3] == 4'b0001) && (addr[4:7] == cru_base)) begin
    if (addr[8:14] == 7'h00) dataout <= bits_q[0];
    else if (addr[8:14] == 7'h01) dataout <= bits_q[1];
    else if (addr[8:14] == 7'h02) dataout <= bits_q[2];
    else if (addr[8:14] == 7'h03) dataout <= bits_q[3];
  end
  else dataout <= 1'bz;
end
assign ti_cru_in = dataout;
endmodule
module latch_8bit(
    input le,
    input [0:7]din,
    output [0:7]dout
);
reg [0:7] latch_q;
always @(posedge le) begin
  latch_q <= din;
end
assign dout = latch_q;
endmodule
module shift_pload_sout (
    input clk,
	 input select,
    input aload,
    input [7:0]data,
    output sout
);
reg [8:0]tmp;
always @(posedge clk) begin
  if (aload && select) tmp = { data, ^data };
  else if (select) tmp = { tmp[7:0], 1'b0 };
end
assign sout = tmp[8];
endmodule
module shift_sin_pout(
    input clk,
	 input select,
    input le,
    input din,
    output [0:7]dout,
	 output parity
);
reg [0:7] latch_q;
reg [0:7] shift_q;
always @(posedge clk) begin
  if (select) begin
    if (le) latch_q <= shift_q;
    else shift_q <= { shift_q[1:7], din };
  end
end
assign dout = latch_q;
assign parity = ^shift_q;
endmodule
module tristate_8bit(
    input T,
    input [7:0] I,
    output [7:0] O
    );
assign O = T ? I: 8'bZ;
endmodule
module mux2_8bit(a_addr, a, b_addr, b, c_addr, c, d_addr, d, o);
input a_addr;
input b_addr;
input c_addr;
input d_addr;
input [7:0]a;
input [7:0]b;
input [7:0]c;
input [7:0]d;
output [7:0]o;
reg [7:0]tmp;
always @(a_addr, b_addr, c_addr, d_addr) begin
  if (a_addr) tmp <= a;
  else if (b_addr) tmp <= b;
  else if (c_addr) tmp <= c;
  else if (d_addr) tmp <= d;
  else tmp <= 8'h00;
end
assign o = tmp;
endmodule
module tipi_top(
		output led0,
		input[0:3] crub,
		output db_dir,
		output db_en,
		output dsr_b0,
		output dsr_b1,
		output dsr_en,
		input r_clk,
		input r_cd,
		input r_dout,
		input r_le,
		input r_rt,
		output r_din,
		output r_reset,
		input ti_cruclk,
		input ti_dbin,
		input ti_memen,
		input ti_we,
		input ti_ph3,
		output ti_cruin,
		output ti_extint,
		input[0:15] ti_a,
		inout[0:7] tp_d
    );
assign ti_extint = 1'bz;  
wire ti_cruout = ti_a[15];
wire [0:3]cru_state;
wire cru_regout;
crubits cru(~crub, ti_cruclk, ti_memen, ti_ph3, ti_a[0:14], ti_cruout, cru_regout, cru_state);
wire cru_dev_en = cru_state[0];
assign ti_cruin = cru_regout;
assign r_reset = ~cru_state[1];
assign dsr_b0 = cru_state[2];
assign dsr_b1 = cru_state[3];
wire tipi_rc = ~r_rt && ~r_cd;
wire tipi_rd = ~r_rt && r_cd;
wire tipi_tc = r_rt && ~r_cd;
wire tipi_td = r_rt && r_cd; 
wire rc_addr = ti_a == 16'h5ff9;
wire rd_addr = ti_a == 16'h5ffb;
wire tc_addr = ti_a == 16'h5ffd;
wire td_addr = ti_a == 16'h5fff;
wire tipi_td_le = (cru_dev_en && ~ti_we && ~ti_memen && td_addr);
wire [0:7]rpi_td;
latch_8bit td(tipi_td_le, tp_d, rpi_td);
wire tipi_tc_le = (cru_dev_en && ~ti_we && ~ti_memen && tc_addr);
wire [0:7]rpi_tc;
latch_8bit tc(tipi_tc_le, tp_d, rpi_tc);
wire td_out;
shift_pload_sout shift_td(r_clk, tipi_td, r_le, rpi_td, td_out);
wire tc_out;
shift_pload_sout shift_tc(r_clk, tipi_tc, r_le, rpi_tc, tc_out);
wire [0:7]tipi_db_rd;
wire rd_parity;
shift_sin_pout shift_rd(r_clk, tipi_rd, r_le, r_dout, tipi_db_rd, rd_parity);
wire [0:7]tipi_db_rc;
wire rc_parity;
shift_sin_pout shift_rc(r_clk, tipi_rc, r_le, r_dout, tipi_db_rc, rc_parity);
reg r_din_mux;
always @(posedge r_clk) begin
  if (r_rt & r_cd) r_din_mux <= td_out;
  else if (r_rt & ~r_cd) r_din_mux <= tc_out;
  else if (~r_rt & r_cd) r_din_mux <= rd_parity;
  else r_din_mux <= rc_parity;
end
assign r_din = r_din_mux;
wire tipi_read = cru_dev_en && ~ti_memen && ti_dbin;
wire tipi_dsr_en = tipi_read && ti_a >= 16'h4000 && ti_a < 16'h5ff8;
assign dsr_en = ~(tipi_dsr_en);
assign db_en = ~(cru_dev_en && ti_a >= 16'h4000 && ti_a < 16'h6000);
assign db_dir = tipi_read;
wire [0:7]rreg_mux_out; 
mux2_8bit rreg_mux(rc_addr, tipi_db_rc, rd_addr, tipi_db_rd, tc_addr, rpi_tc, td_addr, rpi_td, rreg_mux_out);
wire [0:7]tp_d_buf;
wire dbus_ts_en = cru_state[0] && ~ti_memen && ti_dbin && ( ti_a >= 16'h5ff8 && ti_a < 16'h6000 );
tristate_8bit dbus_ts(dbus_ts_en, rreg_mux_out, tp_d_buf);
assign tp_d = tp_d_buf;
assign led0 = cru_state[0] && db_en;
endmodule
$ cat design/flow/run.sh
#!/bin/bash
# OpenROAD 26Q1-2900-gdf79404cd8, Yosys 0.63+post, stock flow scripts
make -C /OpenROAD-flow-scripts/flow DESIGN_CONFIG=/design/flow/config.mk WORK_HOME=/design/flow/orfs finish
$ cat design/flow/config.mk
export PLATFORM = sky130hd
export DESIGN_NAME = tipi_top
export DESIGN_NICKNAME = tipi_top
export VERILOG_FILES = /design/flow/design.v
export SDC_FILE = /design/flow/constraint.sdc
export NUM_CORES = 4
export LEC_CHECK = 1
export CORE_UTILIZATION = 40
$ cat design/flow/constraint.sdc
current_design tipi_top

set clk_period 3.6
set clk_io_pct 0.2

create_clock -name clk0 -period $clk_period [get_ports {r_clk}]
create_clock -name clk1 -period $clk_period [get_ports {ti_cruclk}]
create_clock -name clk2 -period $clk_period [get_ports {ti_ph3}]

set non_clock_inputs [all_inputs -no_clocks]
set_input_delay [expr $clk_period * $clk_io_pct] -clock clk0 $non_clock_inputs
set_output_delay [expr $clk_period * $clk_io_pct] -clock clk0 [all_outputs]
==> impl_metrics.env <==
# physical design summary
export IMPL_intPower_w=0.00109
export IMPL_fp_row_count=31
export IMPL_crit_cells=5
export IMPL_synthAoiAreaFrac_pct=0
export IMPL_crit_required_ns=1.58
export IMPL_ys_types=33
export IMPL_xor_area_share_pct=9.11
export IMPL_top_area_cell="edfxtp_1"
export IMPL_area_growth_pct=27.4
export IMPL_syn_area_um2=3080
export IMPL_critical_path_max_fanout=3
export IMPL_die_height_um=89.7
export IMPL_seqPwrFrac_pct=54.5
export IMPL_drive_gt1_share_pct=25.8
export IMPL_ys_flop_type="edfxtp_1"
export IMPL_synth_area_per_cell_um2=16.3
export IMPL_critical_path_startpoint="ti_a[8]"
export IMPL_p_leak_nw=1.42
export IMPL_grt_pass1_vias=1695
export IMPL_ir_drop_v=0.000251
export IMPL_yosysTopAreaCellShare_pct=53.7
export IMPL_routed_via_density=4.87
export IMPL_maxCapViolations=0
export IMPL_fa_ha_area_share_pct=0
export IMPL_synthSimpleGateAreaFrac_pct=11.6
export IMPL_critPathKind="primary input to flop"
export IMPL_route_detailed_wl_per_inst_um=16.4
export IMPL_ys_flops=72
export IMPL_crit_end="cru.dataout"
export IMPL_core_area_um2=7330
export IMPL_initial_core_util_pct=42.0
export IMPL_crit_path_max_incr_delay_ns=0.53
export IMPL_setup_slack_ns=-0.181
export IMPL_synth_seq_share_pct=64.8
export IMPL_rr_worst_depth=6
export IMPL_cp_num_buf_inv=1
export IMPL_dp_worst_setup_slack_ns=-0.652
export IMPL_skew_ns=0.00617
export IMPL_crit_path_end_kind="flop"
export IMPL_ant_nets=0
export IMPL_hp_class="flop to flop"
export IMPL_outcome="complete, but fails checks"
export IMPL_diodes=0
export IMPL_topCellsByArea="edfxtp_1 54%, dfxtp_1 11%, xnor2_1 7.4%, mux4_2 6.6%, mux2_1 5.9%"
export IMPL_clockPowerShare_pct=36.8
export IMPL_r2r_start="cru.bits_q[0]"
export IMPL_grt_antenna_before_repair=0
export IMPL_share_comb_of_total_power_pct=8.8
export IMPL_rrSetupSlack_ns=2.04
export IMPL_cp_arrival_ns=1.76
export IMPL_routed_wirelength_mm=5.88
export IMPL_synth_dominant_cell_count="edfxtp_1"
export IMPL_startpoint_type="primary input"
export IMPL_setup_violations_final=8
export IMPL_synthCells=189
export IMPL_yosysChipArea_um2=3080
export IMPL_port_buffers=36
export IMPL_grt_pass1_wl_mm=8.86
export IMPL_utilization_pct=53.5
export IMPL_crit_family="simple AND/OR/NAND/NOR gates"
export IMPL_die_area_um2=8040
export IMPL_rsz0062_at_grt="yes"
export IMPL_grt_max_degree=16
export IMPL_p_total_w=0.00136
export IMPL_maxSlewViolCount=0
export IMPL_grt_overflow_total=0
export IMPL_synthArstFlopShare_pct=0
export IMPL_edf_count=55
export IMPL_fill_cells=583
export IMPL_violations="setup timing"
export IMPL_warning_count=35
export IMPL_hold_violations=0
export IMPL_cp_slowest_cell="or4_4"
export IMPL_ys_cells=189
export IMPL_grt_use_total_pct=16.3
export IMPL_mux_share_pct=13.1
export IMPL_untimed_endpoints=16
export IMPL_setup_tns_ns=-0.653
export IMPL_cts_hold_buffers=0
export IMPL_die_w_um=89.7
export IMPL_drc=0
export IMPL_dp_hpwl_mm=4.30
export IMPL_ys_warn_count=9
export IMPL_cts_tree="done"
export IMPL_drtIter0Drc=30
export IMPL_io_pins=48
export IMPL_r2r_end="cru.dataout"
export IMPL_logic_family="multiplexers"
export IMPL_gp_congestion=0.796
export IMPL_path_clk_slew_ns=0.09
export IMPL_p_per_area_nw_per_um2=348
export IMPL_firstDrtPassIters=4
export IMPL_swShare_pct=19.9
export IMPL_worstPathCellList="buf_6 > or4_4 > nor2_4 > mux2i_1 > nand3_1"
export IMPL_via_count=1750
export IMPL_yosys_top_cells_count="55 x edfxtp_1, 26 x xnor2_1, 17 x dfxtp_1, 16 x mux2_1, 10 x nor2b_1"
export IMPL_p_sw_w=0.000271
export IMPL_unclocked_regs=16
-- layout make-up --
cell class	count	area, um2	share of cell area (%)
inverters	2	7.51	0.192
repair buffers	61	536	13.7
clock inverters	6	48.8	1.25
well taps	99	124	3.16
clock buffers	10	118	3.00
flip-flops and latches	72	1990	50.8
multi-input cells	109	1090	27.9
-- power by group through the flow --
| stage | Combinational (W) | Sequential (W) | Clock (W) |
|---|---|---|---|
| 6_report | 0.000119 | 0.000742 | 0.000501 |
| 5_1_grt | 0.000129 | 0.000744 | 0.000549 |
| 4_1_cts | 0.000119 | 0.000742 | 0.000518 |
-- kinds of logic (layout without fill, tap and decap cells) --
family | after synthesis | in the layout
flip-flops | 72 | 72
buffers and inverters | 8 | 79
XOR/XNOR | 32 | 32
AND/OR/NAND/NOR | 49 | 49
other | 1 | 1
multiplexers | 27 | 27
-- per-layer routing --
layer | up-vias | track usage (%) | routed length (um)
met4 | 0 | 2.74 | 73
met2 | 51 | 25.3 | 2750
met1 | 860 | 25.9 | 2580
li1 | 833 | - | -
met5 | - | 0 | 0
met3 | 6 | 3.99 | 477
-- cell usage in the layout, fill, tap and decap left out, types with 2 or more instances in the layout --
cell type	n
buf_6	5
clkdlybuf4s50_1	13
xnor2_1	26
mux2i_1	2
xor2_1	6
mux4_2	9
nor2_1	4
dfxtp_1	17
edfxtp_1	55
nand3_1	3
nand2_1	2
nand2b_4	2
clkbuf_1	2
clkbuf_2	2
clkbuf_8	8
nor2b_1	9
buf_2	2
dlymetal6s2s_1	4
nor2_4	4
mux2_1	16
nand2b_1	2
nor3b_1	2
inv_1	7
nand4b_1	2
buf_4	22
nor3_2	2
dlygate4sd2_1	13
nor4_1	2
nand2_2	2
-- registers in the layout, indices dropped and copies added (netlist names) --
name	count
r_din_mux	1
shift_td.tmp	9
cru.dataout	1
shift_rc.latch_q	8
cru.bits_q	4
shift_rc.shift_q	8
shift_tc.tmp	9
shift_rd.shift_q	8
tc.latch_q	8
shift_rd.latch_q	8
td.latch_q	8
-- worst min path at each step --
stage | from | slack, ns | cells after the start | to
CTS | shift_rd.shift_q[0] | 0.48 | 0 | shift_rd.latch_q[0]
global route | shift_rc.shift_q[0] | 0.49 | 0 | shift_rc.latch_q[0]
finish | shift_rd.shift_q[0] | 0.47 | 0 | shift_rd.latch_q[0]
-- through the flow --
stage	hold WS, ns	instances	cell area (um2)
floorplan	0.448	189	3080
global placement	0.462	339	3680
detailed placement	0.456	339	3680
CTS	0.476	356	3850
global route	0.491	359	3920
finish	0.470	359	3920
-- timing repair --
item / 4_1_cts / 5_1_grt
gates resized: 35 / 18
pin swaps: 9 / 5
buffers inserted: 3 / 3
endpoints found under the setup margin: 12 / 12
Power figures rest on the tool's default switching activity, not on a simulated workload.
